[flow/config.mk]
export PLATFORM = sky130hd
export DESIGN_NAME = uartTx
export DESIGN_NICKNAME = uartTx
export VERILOG_FILES = /design/flow/design.v
export SDC_FILE = /design/flow/constraint.sdc
export NUM_CORES = 4
export LEC_CHECK = 1
export CORE_UTILIZATION = 50
[flow/constraint.sdc]
current_design uartTx

set clk_period 4.3
set clk_io_pct 0.2

create_clock -name clk0 -period $clk_period [get_ports {clk}]

set non_clock_inputs [all_inputs -no_clocks]
set_input_delay [expr $clk_period * $clk_io_pct] -clock clk0 $non_clock_inputs
set_output_delay [expr $clk_period * $clk_io_pct] -clock clk0 [all_outputs]
[flow/design.v]
module fifo #(
    parameter WIDTH      = 8,  
    parameter LOG2_DEPTH = 4   
)
(
    input clk,                        
    input rst,                        
    input write,                      
    input read,                       
    input [WIDTH-1:0] dataIn,         
    output wire [WIDTH-1:0] dataOut,  
    output reg dataPresent,           
    output wire halfFull,             
    output wire full                  
);
reg [WIDTH-1:0] memory[2**LOG2_DEPTH-1:0];
reg [LOG2_DEPTH-1:0] pointer;
wire zero;
integer i;
initial begin
    pointer     = 'd0;
    dataPresent = 1'b0;
    for (i=0; i<(2**LOG2_DEPTH); i=i+1) begin
        memory[i] = 'd0;
    end
end
always @(posedge clk) begin
    if (write) begin
        memory[0] <= dataIn;
        for (i=1; i<(2**LOG2_DEPTH); i=i+1) begin
            memory[i] <= memory[i-1];
        end
    end
end
assign dataOut = memory[pointer];
always @(posedge clk) begin
    if (rst) begin
        pointer <= 'd0;
        dataPresent <= 1'b0;
    end
    else begin
        dataPresent <= write 
                     | (dataPresent & ~zero)
                     | (dataPresent &  zero & ~read);
        case ({read, write})
            2'b00 : pointer <= pointer;
            2'b01 : pointer <= (!full && dataPresent) ? pointer + 2'd1 : pointer;
            2'b10 : pointer <= (!zero)  ? pointer - 2'd1 : pointer;
            2'b11 : pointer <= pointer;
        endcase
    end
end
assign zero = ~|pointer;
assign halfFull = pointer[LOG2_DEPTH-1];  
assign full = &pointer;
endmodule
module uartTx (
    input clk,                
    input rst,                
    input x16BaudStrobe,      
    input [7:0] dataIn,       
    input write,              
    output reg  serialOut,    
    output wire dataPresent,  
    output wire halfFull,     
    output wire full          
);
localparam SM_IDLE  =   0;
localparam SM_START =   1;
localparam SM_STOP  =   2;
localparam SM_BIT0  =   8;
localparam SM_BIT1  =   9;
localparam SM_BIT2  =  10;
localparam SM_BIT3  =  11;
localparam SM_BIT4  =  12;
localparam SM_BIT5  =  13;
localparam SM_BIT6  =  14;
localparam SM_BIT7  =  15;
wire [7:0] fifoData;
reg [7:0] data;
reg [3:0] state;
reg [3:0] div;
reg read;
reg nextBit;
fifo txFifo (
    .clk(clk),                  
    .rst(rst),                  
    .write(write),              
    .read(read),                
    .dataIn(dataIn),            
    .dataOut(fifoData),         
    .dataPresent(dataPresent),  
    .halfFull(halfFull),        
    .full(full)                 
);
initial begin
    data       <= 'd0;
    div        <= 'd0;
    nextBit    <= 1'b0;
    read       <= 1'b0;
    serialOut  <= 1'b1;
    state      <= SM_IDLE;
end
always @(posedge clk) begin
    data <= fifoData;
    div     <= (x16BaudStrobe) ? div + 4'd1 : div;
    nextBit <= &div & x16BaudStrobe;
    read    <= &div & x16BaudStrobe & (state == SM_BIT7);
    if ((state == SM_IDLE) || (state == SM_STOP)) begin
        serialOut <= 1'b1;
    end
    else if (state == SM_START) begin
        serialOut <= 1'b0;
    end
    else begin
        serialOut <= data[state[2:0]];
    end
    if (nextBit && dataPresent) begin
        case (state)
            SM_IDLE  : state <= SM_START;
            SM_START : state <= SM_BIT0;
            SM_BIT0  : state <= SM_BIT1;
            SM_BIT1  : state <= SM_BIT2;
            SM_BIT2  : state <= SM_BIT3;
            SM_BIT3  : state <= SM_BIT4;
            SM_BIT4  : state <= SM_BIT5;
            SM_BIT5  : state <= SM_BIT6;
            SM_BIT6  : state <= SM_BIT7;
            SM_BIT7  : state <= SM_STOP;
            SM_STOP  : state <= SM_START;
            default  : state <= SM_IDLE;
        endcase
    end
    else if (nextBit) begin
        state <= SM_IDLE;
    end
end
endmodule
[flow/run.sh]
#!/bin/bash
# OpenROAD 26Q1-2900-gdf79404cd8, Yosys 0.63+post, stock flow scripts
make -C /OpenROAD-flow-scripts/flow DESIGN_CONFIG=/design/flow/config.mk WORK_HOME=/design/flow/orfs finish
==> tab_implementation.tex <==
% Implementation results table
\begin{tabular}{lr}
\hline
Metric & Value \\
\hline
\multicolumn{2}{l}{\textbf{Status}} \\
\quad Result of the run & complete, no violations \\
\multicolumn{2}{l}{\textbf{Floorplanning}} \\
\quad Core Area & 11600 um\^{}2 \\
\quad Die X-Extent & 112 um \\
\quad Fp util & 0.523 \\
\quad Vertical die dimension & 112 um \\
\quad Num ports & 16 \\
\quad Die area & 12600 um\^{}2 \\
\quad Number of standard-cell rows in the floorplan & 39 \\
\multicolumn{2}{l}{\textbf{Route}} \\
\quad Final antenna-violating net count & 0 \\
\quad First-pass detailed-route iteration total & 4 \\
\quad Post-route DRC & 0 \\
\quad Average vias per placed instance & 5.97 \\
\quad Number of design-rule violations left by the first detailed-router iteration & 274 \\
\quad Avg WL per Cell & 20.0 um \\
\quad Via Count & 3379 \\
\quad Detailed-route wire length & 11300 um \\
\quad Antenna Cells & 0 \\
\multicolumn{2}{l}{\textbf{Yosys}} \\
\quad Share of flip-flops with an asynchronous set or reset after synthesis & 0 \\
\quad Most instantiated library cell after synthesis & sky130\_fd\_sc\_hd\_\_edfxtp\_1 \\
\quad Synth top cells by count & sky130\_fd\_sc\_hd\_\_edfxtp\_1 (136), sky130\_fd\_sc\_hd\_\_nand2\_1 (20), sky130\_fd\_sc\_hd\_\_a22oi\_1 (17), sky130\_fd\_sc\_hd\_\_a21oi\_1 (16), sky130\_fd\_sc\_hd\_\_dfxtp\_1 (16) \\
\quad Yosys-reported design area after synthesis & 6070 um\^{}2 \\
\quad Area of the mapped netlist & 6070 um\^{}2 \\
\quad Post-synthesis cell count from yosys & 392 \\
\quad Leading post-synthesis cells by cell area & sky130\_fd\_sc\_hd\_\_edfxtp\_1 (67\%), sky130\_fd\_sc\_hd\_\_dfxtp\_1 (5.3\%), sky130\_fd\_sc\_hd\_\_ha\_1 (2.9\%) \\
\quad Cell count after synthesis & 392 \\
\quad Synthesized area per cell & 15.5 um\^{}2 \\
\quad Number of storage elements in the synthesis netlist & 152 \\
\quad Yosys synthesis warning count & 3 \\
\quad Predominant post-synthesis flop cell & sky130\_fd\_sc\_hd\_\_edfxtp\_1 \\
\quad Share of the yosys chip area belonging to registers & 0.725 \\
\quad Fraction of post-synthesis cell area in the top cell type by area & 0.672 \\
\quad Number of distinct library cell variants in the gate-level netlist after synthesis & 47 \\
\quad Number of enable flip-flop cells & 136 \\
\quad Cell taking the most area after synthesis & sky130\_fd\_sc\_hd\_\_edfxtp\_1 \\
\multicolumn{2}{l}{\textbf{GRT}} \\
\quad Total global-route track usage & 0.211 \\
\quad Pin count of the biggest net entering global routing & 58 \\
\quad Wire length of the first global-routing pass & 18600 um \\
\quad Via count of the first global-routing pass & 3532 \\
\quad Antenna violations before repair & 0 \\
\quad Final global-route overflow total & 0 \\
\multicolumn{2}{l}{\textbf{Worst hold path}} \\
\quad Worst hold-check path type & flip-flop to flip-flop \\
\multicolumn{2}{l}{\textbf{Pwr}} \\
\quad Int Power & 2.64 mW \\
\quad VDD IR-drop max & 0.327 mV \\
\quad Switching portion of total power & 0.209 \\
\quad Pleak & 2.35 nW \\
\quad Power per unit of standard cell area & 484 nW/um\^{}2 \\
\quad Net load switching power & 0.697 mW \\
\quad Relative contribution of the clock network to total power & 0.410 \\
\quad Sequential share of power & 0.532 \\
\quad Combinational cell fraction of total power & 0.057 \\
\multicolumn{2}{l}{\textbf{STA}} \\
\quad Least-Margin Pin Slew & 0.751 ns \\
\quad Max\_slew headroom & 0.497 \\
\quad Final TNS setup & 0 ns \\
\quad Number of failing hold endpoints at the final stage & 0 \\
\quad Final cycle utilization of the critical path & 0.662 \\
\quad Setup repair after global routing missed its margin & false \\
\quad Count of final setup violators & 0 \\
\quad Final critical delay including setup and external delays & 2.85 ns \\
\quad Worst slack on hold paths & 0.445 ns \\
\quad Fin. max-slew vios & 0 \\
\quad Maximum clock skew at final layout & 0.00581 ns \\
\quad Peak clock frequency supported by timing & 351 MHz \\
\multicolumn{2}{l}{\textbf{CTS}} \\
\quad Clk pin slew, worst setup/hold paths & 0.06 ns \\
\quad Number of clock sinks & 152 \\
\quad Number of gates resized after CTS & 0 \\
\quad Hold buffer count at cts & 0 \\
\quad CTS tree & built \\
\quad Clk Latency, worst-skew pair & 0.41 ns \\
\quad Number of buffers added by the clock tree synthesis step & 17 \\
\quad Setup bufs post-CTS & 0 \\
\quad Deepest level of the CTS H-tree & 4 \\
\quad Bufs on Longest Clock Path & 2 \\
\quad Clock tree root driver cell & sky130\_fd\_sc\_hd\_\_clkbuf\_16 \\
\multicolumn{2}{l}{\textbf{Critical path}} \\
\quad Arr. time, crit path & 1.99 ns \\
\quad Type of destination of the critical path & output port \\
\quad Cells traversed along the worst timing path & ha\_1 > buf\_4 > and3\_4 > clkdlybuf4s50\_1 \\
\quad Cell type group with the largest total delay on the critical path & buffers and inverters \\
\quad Largest incremental delay on the critical path & 0.46 ns \\
\quad Buffers and inverters on the worst path & 2 \\
\quad Critical path class & flip-flop to output port \\
\quad Critical Path Source Type & flip-flop \\
\quad Critical path fanouts, max & 17 \\
\quad Required time at the endpoint of the critical path & 3.44 ns \\
\quad Cell type of the slowest stage on the worst timing path & sky130\_fd\_sc\_hd\_\_clkdlybuf4s50\_1 \\
\multicolumn{2}{l}{\textbf{Cells and area}} \\
\quad Area Overhead vs Synth & 13.5\% \\
\quad Share of post-route cells with drive strength above 1 & 0.118 \\
\multicolumn{2}{l}{\textbf{Place}} \\
\quad Gp weighted congestion & 0.813 \\
\quad PortBufs & 15 \\
\quad HPWL reported at the end of detailed placement & 6690 um \\
\multicolumn{2}{l}{\textbf{Run}} \\
\quad Maximum Capacitance Violations & 0 \\
\quad Total tool warning count & 35 \\
\hline
\end{tabular}
[power groups by stage]
stage	clock network [mW]	logic, mW	registers, mW
finish	1.37	0.192	1.78
global route	1.46	0.213	1.79
CTS	1.39	0.194	1.78
[sequential cells by signal (all words and copies together), names as in the netlist]
| signal | count |
|---|---|
| txFifo.pointer | 4 |
| read | 1 |
| txFifo.dataPresent | 1 |
| nextBit | 1 |
| div | 4 |
| state | 4 |
| txFifo.memory | 128 |
| serialOut | 1 |
| data | 8 |
[metal layers]
metal | track usage | up-vias | routed length (um)
met3 | 0.0892 | 10 | 869
li1 | - | 1593 | -
met5 | 0 | - | 0
met2 | 0.297 | 110 | 5200
met4 | 0.0267 | 0 | 141
met1 | 0.358 | 1666 | 5090
[worst register-to-register path, delay by kind of cell, from the launching register on]
family                   cells  cell delay, ns
AND-OR/OR-AND                2            0.49
buffers and inverters        4            0.84
flip-flops                   1            0.34
adder cells (fa/ha/maj)      1            0.54
AND/OR/NAND/NOR              1            0.11
[cell type report]
cell class	count	area, um^2
inverter	13	48.8
fill	852	4720
timing repair buffer	25	223
sequential	152	4400
multi-input combinational	202	1500
clock inverter	12	110
clock buffer	19	433
tap	143	179
[placed cells by master, fill, tap and decap left out, types with 4 or more instances in the layout]
| master | n |
|---|---|
| sky130_fd_sc_hd__clkinv_2 | 7 |
| sky130_fd_sc_hd__inv_1 | 13 |
| sky130_fd_sc_hd__nand4_1 | 5 |
| sky130_fd_sc_hd__nand2_1 | 20 |
| sky130_fd_sc_hd__a221oi_1 | 8 |
| sky130_fd_sc_hd__a22oi_1 | 17 |
| sky130_fd_sc_hd__a31oi_1 | 5 |
| sky130_fd_sc_hd__buf_4 | 11 |
| sky130_fd_sc_hd__o22ai_1 | 6 |
| sky130_fd_sc_hd__nor2_1 | 14 |
| sky130_fd_sc_hd__o21ai_0 | 12 |
| sky130_fd_sc_hd__edfxtp_1 | 136 |
| sky130_fd_sc_hd__o32a_1 | 4 |
| sky130_fd_sc_hd__a21oi_1 | 16 |
| sky130_fd_sc_hd__clkbuf_16 | 17 |
| sky130_fd_sc_hd__mux2i_1 | 13 |
| sky130_fd_sc_hd__nand3_1 | 11 |
| sky130_fd_sc_hd__and3b_1 | 4 |
| sky130_fd_sc_hd__dfxtp_1 | 16 |
| sky130_fd_sc_hd__ha_1 | 14 |
| sky130_fd_sc_hd__clkdlybuf4s50_1 | 14 |
| sky130_fd_sc_hd__a32oi_1 | 8 |
| sky130_fd_sc_hd__mux2_2 | 5 |
[kinds of logic after synthesis]
kind of cell	share of synthesized area
AND-OR/OR-AND	0.112
AND/OR/NAND/NOR	0.0626
flip-flops	0.725
multiplexers	0.0381
buffers and inverters	0.0286
adder cells (fa/ha/maj)	0.0288
XOR/XNOR	0.00433
[through the flow]
stage / power [mW] / setup WS [ns] / utilization / instances / instance area (um^2)
6_report: 3.34 / 1.45 / 0.594 / 566 / 6890
5_1_grt: 3.46 / 1.33 / 0.594 / 566 / 6890
4_1_cts: 3.36 / 1.42 / 0.594 / 566 / 6890
3_5_place_dp: 2.00 / 1.64 / 0.547 / 535 / 6350
3_3_place_gp: 2.00 / 1.69 / 0.547 / 535 / 6350
2_1_floorplan: 1.90 / 2.17 / - / 392 / 6070
[final timing paths]
kind | from | slack, ns | to | depth (start not counted)
setup reg to reg | txFifo.pointer[0] | 1.87 | data[0] | 8
setup / recovery | txFifo.pointer[1] | 1.45 | full | 4
hold reg to reg | txFifo.memory[6][6] | 0.45 | txFifo.memory[7][6] | 0
hold / removal | txFifo.memory[6][6] | 0.45 | txFifo.memory[7][6] | 0
No activity file was given, so power comes from the tool's default toggle rates.
