==> flow/design.v <==
module fifo #(
    parameter WIDTH      = 8,  
    parameter LOG2_DEPTH = 4   
)
(
    input clk,                        
    input rst,                        
    input write,                      
    input read,                       
    input [WIDTH-1:0] dataIn,         
    output wire [WIDTH-1:0] dataOut,  
    output reg dataPresent,           
    output wire halfFull,             
    output wire full                  
);
reg [WIDTH-1:0] memory[2**LOG2_DEPTH-1:0];
reg [LOG2_DEPTH-1:0] pointer;
wire zero;
integer i;
initial begin
    pointer     = 'd0;
    dataPresent = 1'b0;
    for (i=0; i<(2**LOG2_DEPTH); i=i+1) begin
        memory[i] = 'd0;
    end
end
always @(posedge clk) begin
    if (write) begin
        memory[0] <= dataIn;
        for (i=1; i<(2**LOG2_DEPTH); i=i+1) begin
            memory[i] <= memory[i-1];
        end
    end
end
assign dataOut = memory[pointer];
always @(posedge clk) begin
    if (rst) begin
        pointer <= 'd0;
        dataPresent <= 1'b0;
    end
    else begin
        dataPresent <= write 
                     | (dataPresent & ~zero)
                     | (dataPresent &  zero & ~read);
        case ({read, write})
            2'b00 : pointer <= pointer;
            2'b01 : pointer <= (!full && dataPresent) ? pointer + 2'd1 : pointer;
            2'b10 : pointer <= (!zero)  ? pointer - 2'd1 : pointer;
            2'b11 : pointer <= pointer;
        endcase
    end
end
assign zero = ~|pointer;
assign halfFull = pointer[LOG2_DEPTH-1];  
assign full = &pointer;
endmodule
module uartRx (
    input clk,                  
    input rst,                  
    input x16BaudStrobe,        
    input read,                 
    input serialIn,             
    output wire [7:0] dataOut,  
    output wire dataPresent,    
    output wire halfFull,       
    output wire full            
);
reg [7:0] data;
reg [3:0] div;
reg sampleStrobe;
reg sample;
reg sampleD1;
reg write;
reg run;
reg startBit;
reg stopBit;
fifo rxFifo (
    .clk(clk),                  
    .rst(rst),                  
    .write(write),              
    .read(read),                
    .dataIn(data),            
    .dataOut(dataOut),             
    .dataPresent(dataPresent),  
    .halfFull(halfFull),        
    .full(full)                 
);
initial begin
    data         = 8'hFF;
    div          = 4'd0;
    sampleStrobe = 1'b0;
    sample       = 1'b1;
    sampleD1     = 1'b1;
    write        = 1'b0;
    run          = 1'b0;
    startBit     = 1'b0;
    stopBit      = 1'b1;
end
always @(posedge clk) begin
    sampleStrobe <= x16BaudStrobe & (div[3:0] == 4'b0111);
    if (x16BaudStrobe) begin
        sample   <= serialIn;
        sampleD1 <= sample;
    end
    write <= sampleStrobe & ~data[0];
    if (sampleStrobe) begin
        {stopBit, data} <= {sample, data[7:1]};
    end
    if (run) begin
        run <= ~sampleStrobe | sampleStrobe & data[0] & (~sample | sample & ~startBit);
        startBit <= startBit & ~sampleStrobe;  
        div       <= (x16BaudStrobe) ? div + 4'd1 : div;
    end
    else begin
        run      <= ~sample & sampleD1;
        startBit <= ~sample & sampleD1;  
        div      <= 4'd0;
        stopBit  <= 1'b1;
        data     <= 8'hFF;
    end
end
endmodule
==> flow/run.sh <==
#!/bin/bash
# OpenROAD 26Q1-2900-gdf79404cd8, Yosys 0.63+post, stock flow scripts
make -C /OpenROAD-flow-scripts/flow DESIGN_CONFIG=/design/flow/config.mk WORK_HOME=/design/flow/orfs finish
==> flow/config.mk <==
export PLATFORM = sky130hd
export DESIGN_NAME = uartRx
export DESIGN_NICKNAME = uartRx
export VERILOG_FILES = /design/flow/design.v
export SDC_FILE = /design/flow/constraint.sdc
export NUM_CORES = 4
export LEC_CHECK = 1
export CORE_UTILIZATION = 50
==> flow/constraint.sdc <==
current_design uartRx

set clk_period 8.7
set clk_io_pct 0.2

create_clock -name clk0 -period $clk_period [get_ports {clk}]

set non_clock_inputs [all_inputs -no_clocks]
set_input_delay [expr $clk_period * $clk_io_pct] -clock clk0 $non_clock_inputs
set_output_delay [expr $clk_period * $clk_io_pct] -clock clk0 [all_outputs]
==> out/qor.csv <==
stage,metric,value,unit
synthesis,share of the yosys chip area belonging to registers,74.07,%
route,via count normalized by instance count,5.996,
grt,GRT Residual Overflow,0,
final_timing,setup repair after global routing missed its margin,no,
floorplan,site row count,39,
critical_path,critical-path cell list,"buf_4, nand2_1, o22ai_1, nor2_1, a31oi_1, clkdlybuf4s50_1",
route,vias post-DR,3328,
route,post-detailed-routing wire length,10.66,mm
status,status,"complete, no violations",
critical_path,capture instance of the worst register-to-register path,rxFifo.pointer[2]$_SDFFE_PP0P_,
floorplan,effective utilization at floorplan,51.13,%
critical_path,largest incremental delay on the critical path,0.77,ns
final_timing,final setup fails,0,
route,mean routed wirelength per cell,19.21,um
clocking,buffer cell driving the clock tree root,clkbuf_16,
critical_path,type of element launching the critical path,flip-flop,
synthesis,"Top FF cell, synth",edfxtp_1,
power,ratio of total power to cell area,249.6,nW/um^2
critical_path,class of the most critical setup path,reg -> out,
critical_path,Stages on worst setup path,6,
final_timing,Tmin final,4.751,ns
synthesis,synthesized area,5838,um^2
synthesis,count of instantiated cells in the yosys netlist,385,
final_timing,post-route worst hold slack,0.4380,ns
clocking,clk latency late pin,0.41,ns
job,max-capacitance violation count,0,
route,Initial DRT Pass Iterations,5,
floorplan,chip footprint,12110,um^2
critical_path,Critical Path End Type,output port,
critical_path,Required @ worst endpoint,6.96,ns
final_timing,number of pins exceeding their max-slew limit in the final report,0,
grt,via count of the first global-routing pass,3328,
floorplan,height of the die,110.1,um
placed_design,count of buffers inserted at the top-level ports,15,
final_timing,Worst Max-Slew Pin Slew,0.9519,ns
critical_path,buffer and inverter count on the worst path,2,
placed_design,Final HPWL DP,6.302,mm
synthesis,synthesized instance count,385,
clocking,total of hold buffers inserted after clock tree synthesis,0,
clocking,CTS H-tree lvls,4,
final_timing,final worst clock skew,0.007907,ns
floorplan,number of top-level pins,16,
power,overall power,1660,uW
power,leakage dissipation,0.002005,uW
final_timing,crit share post-route,54.61,%
clocking,"Setup Fix Bufs, Post-CTS",0,
final_timing,final setup TNS,0,ns
synthesis,biggest area consumer among synthesized cells,edfxtp_1,
synthesis,mean area per synthesized cell,15.16,um^2
grt,first-pass GRT wire length,17.34,mm
synthesis,Dominant cell area share,66.87,%
critical_path,slack of the worst reg-to-reg path,6.34,ns
grt,aggregate global-route resource usage,21.11,%
synthesis,register bit total from synthesis,151,
route,number of design-rule violations left by the first detailed-router iteration,283,
critical_path,timing startpoint of the critical path,rxFifo.pointer[3]$_SDFFE_PP0P_,
layout,FF+latch area,4328,um^2
power,worst vdd rail ir drop,0.1575,mV
grt,largest net degree at the start of global routing,71,
grt,number of antenna violations at the first check in global routing,0,
critical_path,"Max FO, Critical Path",20,
placed_design,global placer's final weighted congestion,0.8706,
hold_path,worst hold path class,reg -> reg,
clocking,clock tree buffer depth,2,
critical_path,family with the most delay on the worst path,buffers and inverters,
route,post-detailed-route count of antenna-violating nets,0,
clocking,clock input transition at the sequential cells of the worst setup and hold paths,0.06,ns
clocking,number of gates given a new drive strength after cts,0,
final_timing,Rel. slew slack,36.30,%
synthesis,share of flip-flops with an asynchronous set or reset after synthesis,0,%
critical_path,r2r startpoint,rxFifo.pointer[3]$_SDFFE_PP0P_,
synthesis,cell types occupying the most area after synthesis,"edfxtp_1 67%, dfxtp_1 7.2%, a222oi_1 2.7%, mux2i_1 2.4%, nor2_1 1.9%",
route,detailed-route DRC error count,0,
job,stage-log warning count,30,
synthesis,Yosys warning count,3,
final_timing,final-report hold violation count,0,
layout,synth-to-layout area growth,13.91,%
synthesis,cell types with the highest counts after synthesis,"130 x edfxtp_1, 29 x nor2_1, 23 x nand2_1",
synthesis,number of enable flip-flop cells,130,
floorplan,core outline area,11420,um^2
layout,fin util,58.24,%
clocking,Sink Count,151,
layout,combinational gate area,1373,um^2
floorplan,die width,110.1,um
synthesis,number of library cell types mapped by synthesis,37,
final_timing,highest attainable clock frequency,210.5,MHz
route,antenna cell count,0,
layout,layout cells sized above 1,9.709,%
synthesis,Yosys Chip Area,5838,um^2
synthesis,top-count cell post-synth,edfxtp_1,
layout,Fillers,893,
critical_path,logic depth of the worst register-to-register path,4,
clocking,CTS Buf Count,17,
clocking,TritonCTS clock tree,built,
critical_path,highest-delay cell along the critical path,dfxtp_1,
critical_path,capturing instance or port of the critical path,dataOut[1],
critical_path,arrival time at the worst endpoint,3.01,ns
stage by stage:
stage          worst slack, ns  instances  instance area, um^2
2_1_floorplan            4.046        385                 5838
3_3_place_gp             4.356        523                 6108
3_5_place_dp             4.366        523                 6108
4_1_cts                  3.903        555                 6650
5_1_grt                  3.767        555                 6650
6_report                 3.949        555                 6650
cell families (layout without fill, tap and decap cells):
logic type | Yosys count | count (layout) | synth area share [%]
flops | 151 | 151 | 74.07
mux | 18 | 18 | 3.172
xor+xnor | 4 | 4 | 0.6002
fa+ha+maj | 8 | 8 | 1.715
simple gates | 74 | 74 | 5.786
buf+inv | 33 | 60 | 2.422
compound gates | 97 | 97 | 12.24
where the power goes:
part,internal (uW),switching [uW],leakage (uW)
sequential,794,22.2,0.00123
clock,415,254,0.000266
combinational,85.0,90.6,0.000512
total,1290,366,0.00201
layout by cell type, fill, tap and decap left out, types with 4 or more instances in the layout:
| cell | n |
|---|---|
| mux2i_1 | 14 |
| nand2_1 | 23 |
| clkdlybuf4s50_1 | 15 |
| buf_4 | 8 |
| ha_1 | 8 |
| a211oi_1 | 8 |
| a21oi_1 | 17 |
| and2_1 | 4 |
| clkbuf_16 | 17 |
| a221oi_1 | 9 |
| inv_1 | 5 |
| edfxtp_1 | 130 |
| dfxtp_1 | 20 |
| o21ai_0 | 8 |
| clkbuf_1 | 8 |
| o22ai_1 | 4 |
| a22oi_1 | 8 |
| a222oi_1 | 16 |
| a311oi_1 | 5 |
| nand3_1 | 6 |
| mux2_2 | 4 |
| a31oi_1 | 14 |
| a22o_1 | 4 |
| nor2_1 | 29 |
how the worst min path moves through the flow:
stage | startpoint | endpoint | slack (ns) | depth (start not counted)
6_report | div[3]$_SDFFE_PN0P_ | sampleStrobe$_DFF_P_ | 0.44 | 1
5_1_grt | rxFifo.memory[1][7]$_DFFE_PP_ | rxFifo.memory[2][7]$_DFFE_PP_ | 0.45 | 0
4_1_cts | div[3]$_SDFFE_PN0P_ | sampleStrobe$_DFF_P_ | 0.44 | 1
final cells by class:
cell class,instances,area share [%]
Clock inverter,4,0.6773
Inverter,5,0.2822
Multi-Input combinational cell,201,20.64
Timing Repair Buffer,23,3.161
Clock buffer,28,7.469
Tap cell,143,2.691
Sequential cell,151,65.08
routing by layer:
metal / global-route usage, % / routed length, um
met3: 9.107 / 915
met1: 39.53 / 5077
met5: 0 / 0
met4: 2.571 / 147
met2: 27.14 / 4521
registers in the layout, indices dropped and copies added, names as in the netlist:
register            cells
write                   1
startBit                1
rxFifo.dataPresent      1
data                    8
sampleD1                1
sample                  1
rxFifo.pointer          4
sampleStrobe            1
rxFifo.memory         128
run                     1
div                     4
Power and IR drop assume default switching activity.
