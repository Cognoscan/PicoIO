==> /design/flow/design.v <==
module cclkDetector
#(
    parameter CLK_FREQ = 50000000,
    parameter integer CTR_SIZE = $clog2(CLK_FREQ/5000)
)
(
    input clk,        
    input cclk,       
    output reg ready  
);
reg [CTR_SIZE-1:0] counter;
wire done;
assign done = &counter;
initial begin
    ready <= 1'b0;
    counter <= 'd0;
end
always @(posedge clk) begin
    ready <= done;
    if (!cclk) begin  
        counter <= 'd0;
    end
    else if (!done) begin  
        counter <= counter + 2'd1;
    end
end
endmodule
==> /design/flow/run.sh <==
#!/bin/bash
# OpenROAD 26Q1-2900-gdf79404cd8, Yosys 0.63+post, stock flow scripts
make -C /OpenROAD-flow-scripts/flow DESIGN_CONFIG=/design/flow/config.mk WORK_HOME=/design/flow/orfs finish
==> /design/flow/config.mk <==
export PLATFORM = sky130hd
export DESIGN_NAME = cclkDetector
export DESIGN_NICKNAME = cclkDetector
export VERILOG_FILES = /design/flow/design.v
export SDC_FILE = /design/flow/constraint.sdc
export NUM_CORES = 4
export LEC_CHECK = 1
export CORE_AREA = 10 10 70 70
export DIE_AREA = 0 0 80 80
==> /design/flow/constraint.sdc <==
current_design cclkDetector

set clk_period 2.8
set clk_io_pct 0.2

create_clock -name clk0 -period $clk_period [get_ports {clk}]

set non_clock_inputs [all_inputs -no_clocks]
set_input_delay [expr $clk_period * $clk_io_pct] -clock clk0 $non_clock_inputs
set_output_delay [expr $clk_period * $clk_io_pct] -clock clk0 [all_outputs]
==> results.txt <==
The following summarizes the physical implementation.

Floorplan
The die covers 6400 um2. The core area is 3420 um2. At the floorplan stage, the core utilization is reported as 21.8%.

The horizontal extent of the die is 80 um. The standard-cell row count is 21. The die outline height is 80 um. According to the I/O placement log, the pin count is 3.

Pwr
The sequential share of power is 62.6%. The cell-internal power is 0.000278 W. The switching power summed over all nets is 0.0000750 W. The share of total power in combinational logic is 4.1%.

The peak supply drop is 0.143 mV. The switching portion of total power comes to 21.2%. The clock network fraction of total power is 33.3%. In this run the static leakage power is 0.276 nW. The power density over cell area is 421 nW/um2.

CTS
Clock latency on the worst-skew pair, taken at its later pin, is 0.28 ns. The number of clock sinks seen by CTS is 15. Clock tree synthesis inserted a total of 3 buffers. The number of H-tree branching levels is 1.

The clock-pin slew of the registers on the worst-case setup and hold paths is 0.09 ns. The quantity of hold-fixing buffers added after cts is 0. TritonCTS built the clock tree. The maximum clock path buffer count is 2.

Per the repair_timing log after CTS, setup buffers inserted total 0. The total of cells resized after clock tree synthesis is 0. In this run the clock root is driven by a sky130_fd_sc_hd__clkbuf_4.

Synthesis
The area fraction of the dominant cell type after synthesis is 40.3%. The number of warnings printed during yosys synthesis is 1. Counting distinct cell types in the post-synthesis netlist gives 34. Synthesis inferred 15 register bits. The gate count after technology mapping is 80. The mapped netlist covers 744 um2. The area recorded from the Yosys report for this design is 744 um2. The synth_stat.txt file lists the number of cells as 80. The synthesis report lists the most area-consuming cells as sky130_fd_sc_hd__dfxtp_1 (40%), sky130_fd_sc_hd__nand4_4 (5.7%), sky130_fd_sc_hd__a21oi_1 (3.4%), sky130_fd_sc_hd__nand3_1 (3.4%), sky130_fd_sc_hd__nand2_1 (3.0%). The sequential-to-total area share from yosys stat is 40.3%. The average size of a mapped cell is 9.31 um2.

Per the synthesis report, the dominant area consumer among library cells is sky130_fd_sc_hd__dfxtp_1.

Worst hold path
The number of cells on the worst hold path is listed as 2. The terminating pin of the worst hold path is counter[8]. STA lists the startpoint of the worst hold path as counter[13].

According to the hold report, the worst path is of the reg2reg type.

STA
Setup repair after global routing left no endpoint under its margin. Headroom to the max-slew limit came out at 55.1%. The final critical path takes up 66.8% of the cycle.

The timing-limited maximum frequency is 0.534 GHz. The sum of negative setup slack is 0 ns. The worst hold slack after final layout is 0.535 ns. The final tally of max-slew violations is 0. The pin closest to its max-slew limit shows a slew of 0.669 ns. The smallest clock period supported by the final layout is computed as 1.87 ns. The final timing report lists clock skew as 0.00942 ns. The final count of hold timing violations is 0.

The end-of-flow timing check tallies setup violations at 0.

Routing
For this block, the via count after detailed routing is 599. The first-iteration detailed-routing DRC count is 85. TritonRoute reported its final design rule violation total as 0.

The total routed wirelength is 1310 um. The average wire per cell in the routed design is 9.97 um. The number of antenna diodes is 0. In this run the remaining antenna-violating nets after routing total 0.

The first detailed-routing pass took 4 iterations. The average via count per standard cell is 4.57.

Job
The run reported a max-capacitance violation count of 0. The logs give a warning total of 25.

Global route
The largest net degree at the start of global routing is 15. The number of global-route vias before repair is 509. The number of antenna violations at the first check in global routing came to 0. The global-route wire length before repair is 2210 um. The global routing report lists combined usage of all routing layers as 4.20%. The global route total overflow is 0.

Cells and area
The layout summary lists the proportion of cells stronger than drive strength 1 as 9.41%. The flow measured a signed area growth from synthesis to layout of 12.4%. Leaving out fill and tap cells, the most frequent cells in the layout are sky130_fd_sc_hd__dfxtp_1 (15), sky130_fd_sc_hd__nor2_1 (6), sky130_fd_sc_hd__nand2_1 (6), sky130_fd_sc_hd__nand3_1 (5), sky130_fd_sc_hd__a21oi_1 (5). Leaving out fill and tap cells, the most frequent cell in the layout is sky130_fd_sc_hd__dfxtp_1. Counting the fill cells in the layout gives 369.

Setup path
For reference, the most critical setup path is categorized as reg2reg. The kind of launch point of the worst setup path is a register. Per the timing report, the most critical flop-to-flop path originates at counter[0].

The source of the critical timing path is counter[0]. The critical-path maximum fanout is 14. The data arrival time of the critical path is 2.03 ns. STA classifies the critical path endpoint as a register. The destination of the worst register-to-register timing path is counter[1].

The length in cells of the worst reg-to-reg path is 5. The setup check on the worst reg-to-reg path leaves a slack of 0.93 ns. The critical path endpoint has a required time of 2.96 ns.

Placed design
Per the gpl log, the routability congestion estimate is 0.863. The HPWL reported at the end of detailed placement is 952 um. The buffer_ports step reported a buffer count of 2.

Status
The run finished with clean final reports.
[state kept, by name (all words and copies together) (netlist names)]
register  flops
counter      14
ready         1
[layer usage]
metal	track usage [%]	part of all wire [%]	vias to the layer above	wire length [um]
li1	-	-	311	-
met1	5.71	52	270	676
met2	5.62	39	16	508
met3	2.73	8.6	2	112
met4	0.352	0.69	0	9
met5	0	0	-	0
[stage by stage]
step | worst slack [ns] | instance area [um2] | instances | total power (W) | utilization (%)
floorplan | 1.23 | 744 | 80 | 0.000235 | -
global route | 0.758 | 837 | 131 | 0.000377 | 24.5
global placement | 0.851 | 811 | 127 | 0.000240 | 23.7
detailed placement | 0.819 | 811 | 127 | 0.000241 | 23.7
finish | 0.929 | 837 | 131 | 0.000353 | 24.5
CTS | 0.910 | 837 | 131 | 0.000360 | 24.5
[cells in the mapped netlist]
cell type	number
sky130_fd_sc_hd__nor4_4	1
sky130_fd_sc_hd__nor2_1	6
sky130_fd_sc_hd__nor4_1	1
sky130_fd_sc_hd__or4_1	1
sky130_fd_sc_hd__o311ai_1	1
sky130_fd_sc_hd__nand3_1	5
sky130_fd_sc_hd__buf_6	1
sky130_fd_sc_hd__o21ba_1	1
sky130_fd_sc_hd__or3b_4	1
sky130_fd_sc_hd__nor2b_1	1
sky130_fd_sc_hd__o41ai_1	1
sky130_fd_sc_hd__dfxtp_1	15
sky130_fd_sc_hd__xor2_1	1
sky130_fd_sc_hd__inv_1	4
sky130_fd_sc_hd__and4_1	1
sky130_fd_sc_hd__nand2b_1	1
sky130_fd_sc_hd__and3_1	1
sky130_fd_sc_hd__ha_1	1
sky130_fd_sc_hd__a21oi_1	5
sky130_fd_sc_hd__o31ai_1	3
sky130_fd_sc_hd__mux2i_1	1
sky130_fd_sc_hd__o21ai_1	4
sky130_fd_sc_hd__clkinv_1	1
sky130_fd_sc_hd__nand4_1	1
sky130_fd_sc_hd__nor3_1	3
sky130_fd_sc_hd__xnor2_1	1
sky130_fd_sc_hd__nand4_4	2
sky130_fd_sc_hd__or3_1	3
sky130_fd_sc_hd__a211oi_1	1
sky130_fd_sc_hd__o311a_1	1
sky130_fd_sc_hd__o211ai_1	2
sky130_fd_sc_hd__o21ai_0	1
sky130_fd_sc_hd__a2111oi_2	1
sky130_fd_sc_hd__nand2_1	6
[power by group through the flow]
stage / Combinational, W / Sequential (W) / Clock (W)
final: 0.0000144 / 0.000221 / 0.000117
after global routing: 0.0000170 / 0.000222 / 0.000138
after CTS: 0.0000146 / 0.000221 / 0.000124
[cell families after synthesis]
logic type	synth area share, %
adder cells (fa/ha/maj)	1.68
flip-flops	40.3
buffers and inverters	4.03
XOR/XNOR	2.35
AND-OR/OR-AND	19.8
multiplexers	1.34
AND/OR/NAND/NOR	30.4
[worst max-delay path: stages, from the launching register on]
cell	delay (ns)
sky130_fd_sc_hd__dfxtp_1	0.38
sky130_fd_sc_hd__ha_1	0.25
sky130_fd_sc_hd__nand4_4	0.20
sky130_fd_sc_hd__nor4_4	0.63
sky130_fd_sc_hd__mux2i_1	0.26
sky130_fd_sc_hd__nor2_1	0.05
[area by class of cell]
type	instances	area, um2	share of cell area, %
clock buffer	4	26.3	3.14
inverter	5	18.8	2.24
multi-input combinational	59	414	49.5
sequential	15	300	35.9
tap	46	57.6	6.88
timing repair buffer	2	20.0	2.39
[worst max-delay path by stage]
stage / end / slack, ns / cells after the start
CTS: counter[1] / 0.91 / 5
finish: counter[1] / 0.93 / 5
global route: counter[1] / 0.76 / 5
No activity file was given, so power comes from the tool's default toggle rates.
